## flow/config.mk

```make
export PLATFORM = sky130hd
export DESIGN_NAME = shiftregister
export DESIGN_NICKNAME = shiftregister
export VERILOG_FILES = /design/flow/design.v
export SDC_FILE = /design/flow/constraint.sdc
export NUM_CORES = 4
export LEC_CHECK = 1
export CORE_AREA = 10 10 70 70
export DIE_AREA = 0 0 80 80
```

## flow/constraint.sdc

```tcl
current_design shiftregister

set clk_period 1.6
set clk_io_pct 0.2

create_clock -name clk0 -period $clk_period [get_ports {clk}]

set non_clock_inputs [all_inputs -no_clocks]
set_input_delay [expr $clk_period * $clk_io_pct] -clock clk0 $non_clock_inputs
set_output_delay [expr $clk_period * $clk_io_pct] -clock clk0 [all_outputs]
```

## flow/design.v

```verilog
 module shiftregister #(parameter W = 8) (
	clk,
	in, out,rst, write, SPS, SRL, Sin
);
 	input clk;
	input [W-1:0] in;
	output reg [W-1:0] out;
	input rst;
	input write, Sin, SPS, SRL;
	initial
	begin
		out = {W{1'b0}};
	end
	always @(posedge clk)
	begin
		if (rst)
			out <= {W{1'b0}};
			else if (write) begin
				if (SPS) begin
					out <= in;
				end else begin
					if (SRL) 
						out <= {Sin, out[W-1:1]};
						else 
						out <= {out[W-2:0], Sin};
				end
			end
	end
endmodule
```

## flow/run.sh

```bash
#!/bin/bash
# OpenROAD 26Q1-2900-gdf79404cd8, Yosys 0.63+post, stock flow scripts
make -C /OpenROAD-flow-scripts/flow DESIGN_CONFIG=/design/flow/config.mk WORK_HOME=/design/flow/orfs finish
```

==> metrics.yaml <==
detailed_routing:
  drtIter0Drc: 10
  drt-total-wl_mm: 1.51
  wl_per_cell_um: 13.0
  ant_nets: 0
  antenna_cells_inserted: 0
  vias: 480
  dr.pass1.iters: 2
  via_per_inst: 4.14
  drc: 0
sta:
  setup-tns-final_ps: 0
  timing.final.crit_period_ps: 1460
  rsz0062_at_grt: "false"
  slew_violations: 0
  hold_viol: 0
  max_freq_mhz: 683
  worstMarginPinSlew_ps: 194
  max_slew_margin_pct: 86.7
  clock_skew_ps: 0.181
  setup_viol: 0
  final.period_utilization_pct: 91.5
logic_synthesis:
  ys_seq_share_pct: 30.5
  synth_area_um2: 526
  ys_cells: 46
  synth-edff-count: 0
  ys_warn_count: 1
  yosys.cell_types.count: 9
  synth_flop_count: 8
  topCellsByArea: "dfxtp_1, o221ai_2, mux2i_1"
  yosys.area.top_type_share_pct: 30.5
  top_area_cell: "dfxtp_1"
  post_synth.cell_area_avg_um2: 11.4
  synthCells: 46
  yosysChipArea_um2: 526
  ys_async_sr_fraction_pct: 0
  ys.flop_type: "dfxtp_1"
  yosys-top-cells-count: "dfxtp_1, mux2i_1, nand2b_1, nand4b_1, o221ai_2"
power:
  powerDensity_nw_per_um2: 613
  peakVddDrop_mv: 0.157
  power_frac_comb_pct: 25.2
  seq_power_share_pct: 43.7
  p_sw_uw: 129
  p_sw_share_pct: 25.3
  p_int_uw: 380
  p_leak_uw: 0.000276
  clockPowerShare_pct: 31.0
worst_hold_path:
  hold_depth: 2
  min_to: "out[0]$_SDFFE_PP0P_"
  worstHoldStart: "out[0]$_SDFFE_PP0P_"
  hp-class: "flip-flop to flip-flop"
floorplanning:
  initCoreUtil_pct: 15.4
  die-area_um2: 6400
  die_w_um: 80
  pin_count: 22
  die_h_um: 80
  row_count: 21
  core_area_um2: 3420
worst_setup_path:
  reg2reg_depth: 2
  worst-setup-path-type: "flip-flop to output pin"
  slowest_stage: "clkdlybuf4s50_1"
  rr_endpoint: "out[1]$_SDFFE_PP0P_"
  crit_path_cell_trace: "clkdlybuf4s50_1"
  max_stage_delay_ps: 500
  cp_top_family: "buffers and inverters"
  worstPathArrival_ps: 1140
  end_kind: "output pin"
  cp.required_ps: 1280
  worst-path-buf-inv: 1
  timing.rr.start: "out[2]$_SDFFE_PP0P_"
  r2r_slack_ps: 820
  crit_path_max_fanout: 4
  worst_setup_path_start_kind: "flip-flop"
clock_tree:
  numCtsBuffers: 3
  clock-sinks: 8
  htree_levels: 1
  ctsResizeCount: 0
  cts_buffer_depth: 2
  clkLatencyLatePin_ps: 250
  post_cts_buffers: 0
  clk_pin_slew_ps: 50
  root_buffer: "clkbuf_4"
  cts_hold_buffers: 0
  cts_tree: "done"
layout:
  drive_above_1_share_pct: 22.9
  top_regs: "out (8)"
  areaGrowthSynthToFinish_pct: 57.9
  top_register: "out"
  nFillCells: 385
  largest_reg_flops: 8
  final_area_um2: 830
global_routing:
  grt-ovfl-total: 0
  grt_pass1_vias: 514
  grt_pass1_wl_mm: 2.48
  grt_use_total_pct: 4.76
  grt_start_max_net_pins: 17
  antenna_found_initial: 0
flow_run:
  tool_warnings: 25
  cap_violations: 0
outcome:
  status: "completed"
place:
  place_hpwl_mm: 1.18
  place_area_um2: 807
  port_buffers: 21
  routabilityCongestion: 0.725
==> area by class of cell <==
type | instances | area, um2 | area share (%)
clock buffers | 3 | 22.5 | 2.71
repair buffers | 26 | 260 | 31.4
multi-input cells | 33 | 329 | 39.7
flip-flops and latches | 8 | 160 | 19.3
well taps | 46 | 57.6 | 6.94
==> cell families (layout without fill, tap and decap cells) <==
kind of cell | Yosys count | in the layout | synth area share [%]
AND/OR/NAND/NOR | 17 | 17 | 24.5
multiplexers | 8 | 8 | 15.2
AND-OR/OR-AND | 8 | 8 | 22.9
buffers and inverters | 5 | 29 | 6.90
flip-flops | 8 | 8 | 30.5
==> how the worst max path moves through the flow <==
| stage | start | endpoint | slack (ps) | cells past startpoint |
|---|---|---|---|---|
| 4_1_cts | out[5]$_SDFFE_PP0P_ | out[5] | 120 | 1 |
| 5_1_grt | out[5]$_SDFFE_PP0P_ | out[5] | 80 | 1 |
| 6_report | out[5]$_SDFFE_PP0P_ | out[5] | 140 | 1 |
==> layer usage <==
metal | wire, um | global-route usage [%] | vias to the layer above
li1 | - | - | 234
met1 | 655 | 6.10 | 227
met2 | 704 | 7.06 | 15
met3 | 132 | 2.39 | 4
met4 | 19 | 0.880 | 0
met5 | 0 | 0 | -
==> metrics by stage <==
step	power [uW]	worst slack, ps	utilization [%]	hold slack (ps)	cells
finish	509	136	24.3	547	116
floorplan	282	462	-	500	46
global route	534	75.9	24.3	576	116
CTS	513	120	24.3	553	116
global placement	355	85.9	23.6	532	113
detailed placement	358	67.8	23.6	544	113
==> placed cells by master (no fill, tap or decap) <==
| cell type | instances |
|---|---|
| mux2i_1 | 8 |
| buf_12 | 1 |
| or3b_1 | 1 |
| clkbuf_4 | 3 |
| dfxtp_1 | 8 |
| buf_4 | 4 |
| o221ai_2 | 8 |
| nand2b_1 | 8 |
| nand4b_1 | 8 |
| clkdlybuf4s50_1 | 21 |
==> power groups by stage <==
stage | sequential [uW] | clock, uW | combinational, uW
after global routing | 224 | 169 | 141
final | 222 | 158 | 128
after CTS | 223 | 160 | 131
No activity file was given, so power comes from the tool's default toggle rates.
