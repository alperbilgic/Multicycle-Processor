## run.sh

```bash
#!/bin/bash
# OpenROAD 26Q1-2900-gdf79404cd8, Yosys 0.63+post, stock flow scripts
make -C /OpenROAD-flow-scripts/flow DESIGN_CONFIG=/design/flow/config.mk WORK_HOME=/design/flow/orfs finish
```

## config.mk

```make
export PLATFORM = sky130hd
export DESIGN_NAME = muxsixteen
export DESIGN_NICKNAME = muxsixteen
export VERILOG_FILES = /design/flow/design.v
export SDC_FILE = /design/flow/constraint.sdc
export NUM_CORES = 4
export LEC_CHECK = 1
export CORE_AREA = 10 10 216 216
export DIE_AREA = 0 0 226 226
```

## constraint.sdc

```tcl
current_design muxsixteen

set clk_period 3.0
set clk_io_pct 0.2

create_clock -name clk0 -period $clk_period

set non_clock_inputs [all_inputs -no_clocks]
set_input_delay [expr $clk_period * $clk_io_pct] -clock clk0 $non_clock_inputs
set_output_delay [expr $clk_period * $clk_io_pct] -clock clk0 [all_outputs]
```

## design.v

```verilog
module muxfour #(parameter w = 8) ( ina, inb, inc, ind, sel, out );
	input[ w-1:0] ina, inb, inc, ind;
	output [ w-1:0] out;
	input[1:0] sel;
	assign out = sel[1] ? (sel[0] ? ind : inc) : (sel[0] ? inb : ina);
endmodule
module muxsixteen #(parameter w = 32) ( ina, inb, inc, ind, ine, inf, ing, inh, ini, inj, ink, inl, inm, inn, ino, inp, sel, out );
	input[ w-1:0] ina, inb, inc, ind, ine, inf, ing, inh, ini, inj, ink, inl, inm, inn, ino, inp;
	output [ w-1:0] out;
	input[3:0] sel;
	wire [w-1:0] connect1, connect2, connect3, connect4;
	muxfour #(.w(w)) mux1(.ina(ina), .inb(inb), .inc(inc), .ind(ind), .out(connect1), .sel(sel[1:0]));
	muxfour #(.w(w)) mux2(.ina(ine), .inb(inf), .inc(ing), .ind(inh), .out(connect2), .sel(sel[1:0]));
	muxfour #(.w(w)) mux3(.ina(ini), .inb(inj), .inc(ink), .ind(inl), .out(connect3), .sel(sel[1:0]));
	muxfour #(.w(w)) mux4(.ina(inm), .inb(inn), .inc(ino), .ind(inp), .out(connect4), .sel(sel[1:0]));
	muxfour #(.w(w)) mux5(.ina(connect1), .inb(connect2), .inc(connect3), .ind(connect4), .out(out), .sel(sel[3:2]));
endmodule
```

==> impl_metrics.ini <==
; physical design summary
[drt]
vias = 5559
drtIter0Drc = 262
drt-total-wl_um = 33850
viasPerCell = 4.037
wl_met3_um = 4031
drtAntennaViolNets = 0
drt_pre_antenna_iters = 4
top_layer = met4
drt-met1-wl_um = 12370
dr_wl_met2_um = 16880
drc = 0
wire_per_inst_um = 24.58

[yosys]
syn_area_mm2 = 0.003729
synth_warnings = 0
synth_cell_types = 11
synth_stat.cells = 271
syn_inst = 271
syn_avg_cell_area_um2 = 13.76
yosys-stat-area_mm2 = 0.003729
seq_area_frac_synth_pct = 0

[timing]
min_period_ps = 2941
finalCritPeriodShare_pct = 98.04
slew_headroom_pct = 78.78
rsz0062_at_grt = false
tightest_slew_ps = 318.3
setup_viol = 0
max_freq_mhz = 340.0
hold_viol = 0
slew_violations = 0
fin_worst_hold_slack_ps = 1982

[pwr]
clkPwrFrac_pct = 0
p_leak_nw = 3.707
power_mw = 1.527
p_sw_share_pct = 27.88
irDropWorstVdd_mv = 0.06510
seqPwrFrac_pct = 0
power_density_mw_per_mm2 = 144.4
p_switching_mw = 0.4258
p_comb_share_pct = 100.0
p_int_mw = 1.101

[final_layout]
lay_top_count = clkdlybuf4s50_1
lay_top_cells = clkdlybuf4s50_1, mux4_2, a22oi_1, nand2_1, buf_4
ff_count = 0
drive_gt1_share_pct = 24.40
clkbuf_count = 0
register_area_um2 = 0
fill_cells = 4339
design_area_mm2 = 0.01058
syn2layout_area_growth_pct = 183.7

[critical_path]
crit_type = in -> out
crit_top_cell = clkdlybuf4s50_1
required_ps = 2400
critPathMaxFanout = 1
startpoint_type = primary input
end_kind = output pin
cpPeakStageDelay_ps = 450
cp_slowest_cell = mux4_2
critical_path.cell_chain = clkdlybuf4s50_1 -> mux4_2 -> a22oi_1 -> buf_4 -> nand2_1 -> clkdlybuf4s50_1
crit_arrival_ps = 2340

[global_routing]
grt_max_degree = 48
grt-ovfl-total = 0
first_global_vias = 6578
antenna_found_initial = 2
grt_pass1_wl_um = 45630
grt_usage_pct = 12.54

[floorplanning]
initial_core_util_pct = 8.889
coreArea_mm2 = 0.04195
num_rows = 75
die_h_um = 226
die_area_mm2 = 0.05108
die_w_um = 226
boundaryPins = 548

[cts]
holdBufCountCts = 0

[worst_hold_path]
worstHoldStart = sel[3]
worst_hold_path_type = in -> out
hold_end = out[19]
whs_path_depth = 6

[place]
io_buffers = 548
dpl-instance-area_mm2 = 0.01027
place.gp.congestion = 0.9511
post-dp-hpwl_um = 29700

[status]
status = complete, no violations

[job]
cap_violations = 0
warnings = 33
[synth_stat cells (all sizes together)]
cell type	number	area share, %
clkbuf	17	1.7
mux4	128	77
nand2	32	3.2
nor2	1	0.10
and2	1	0.17
nor2b	2	0.34
buf	26	4.3
a22oi	64	13
[repair_timing]
item,in CTS,in global routing
pin swaps,0,2
resized,10,20
cloned,2,3
buffers inserted,4,4
endpoints found under the setup margin,17,30
[worst max-delay path by stage]
| stage | start | slack [ps] | end |
|---|---|---|---|
| 4_1_cts | sel[0] | -20 | out[19] |
| 5_1_grt | sel[0] | 4 | out[24] |
| 6_report | ini[27] | 60 | out[27] |
[layout make-up]
cell class,instances,area (µm²),share of cell area [%]
diodes,2,5.005,0.04731
multi-input cells,228,3581,33.85
well taps,539,674.4,6.375
repair buffers,608,6319,59.73
[routing by layer]
layer | track usage, % | vias up
li1 | - | 2421
met1 | 14.44 | 2718
met2 | 21.64 | 397
met3 | 5.472 | 23
met4 | 1.678 | 0
met5 | 0 | -
[metrics by stage]
step                setup WS (ps)  utilization, %  TNS [ps]  instances
finish                      58.85           25.22         0       1377
global route                3.525           25.22         0       1377
floorplan                   663.7               -         0        271
CTS                        -22.33           24.82    -81.26       1368
global placement           -117.6           24.48    -489.4       1362
detailed placement         -131.2           24.48    -536.7       1362
[cells by family after synthesis]
logic type             Yosys count  share of synthesized area, %
muxes                          128                         77.32
AOI/OAI and AO/OA               64                         12.89
buffers and inverters           43                         5.973
and+or+nand+nor                 36                         3.826
[critical path, delay by kind of cell]
kind	cells	cell delay (ps)
compound gates	1	230
mux	1	450
simple gates	1	40
buf+inv	3	1020
[power by group through the flow]
stage | clock network [mW] | registers, mW | logic (mW)
CTS | 0 | 0 | 1.52
global route | 0.0000000893 | 0 | 1.62
finish | 0.0000000894 | 0 | 1.53
